## flow/run.sh

```bash
#!/bin/bash
# OpenROAD 26Q1-2900-gdf79404cd8, Yosys 0.63+post, stock flow scripts
make -C /OpenROAD-flow-scripts/flow DESIGN_CONFIG=/design/flow/config.mk WORK_HOME=/design/flow/orfs finish
```

## flow/config.mk

```make
export PLATFORM = sky130hd
export DESIGN_NAME = Commutator_Out
export DESIGN_NICKNAME = Commutator_Out
export VERILOG_FILES = /design/flow/design.v
export SDC_FILE = /design/flow/constraint.sdc
export NUM_CORES = 4
export LEC_CHECK = 1
export CORE_UTILIZATION = 40
```

## flow/constraint.sdc

```tcl
current_design Commutator_Out

set clk_period 13.1
set clk_io_pct 0.2

create_clock -name clk0 -period $clk_period [get_ports {clk}]

set non_clock_inputs [all_inputs -no_clocks]
set_input_delay [expr $clk_period * $clk_io_pct] -clock clk0 $non_clock_inputs
set_output_delay [expr $clk_period * $clk_io_pct] -clock clk0 [all_outputs]
```

## flow/design.v

```verilog
`timescale 1ns / 1ps
module Commutator_Out #(parameter WL=16)(
    input [WL-1:0] in1_r,
    input [WL-1:0] in1_i,
    input [WL-1:0] in2_r,
    input [WL-1:0] in2_i,
    input [WL-1:0] in3_r,
    input [WL-1:0] in3_i,
    input [WL-1:0] in4_r,
    input [WL-1:0] in4_i,    
    input Enable,
    input clk,
    output reg [WL-1:0] out1_r,
    output reg [WL-1:0] out1_i,
    output reg [WL-1:0] out2_r,
    output reg [WL-1:0] out2_i,
    output reg [WL-1:0] out3_r,
    output reg [WL-1:0] out3_i,
    output reg [WL-1:0] out4_r,
    output reg [WL-1:0] out4_i,
    output reg output_valid=0
    );
    reg [3:0]counter=4'b1111;
    reg start=0;
    always @(posedge clk)
    begin
        if(Enable)
            start=1;
        if(start)
        begin
        counter <= counter+1;
            case (counter)
                3'b000:
                    begin
                        out1_r <= in1_r;
                        out1_i <= in1_i;
                        out2_r <= 0;
                        out2_i <= 0;
                        out3_r <= 0;
                        out3_i <= 0;
                        out4_r <= 0;
                        out4_i <= 0;
                        output_valid <=1;
                     end
                  3'b001:
                     begin
                         out1_r <= in2_r;
                         out1_i <= in2_i;
                         out2_r <= in1_r;
                         out2_i <= in1_i;
                         out3_r <= 0;
                         out3_i <= 0;
                         out4_r <= 0;
                         out4_i <= 0;
                      end
                   3'b010:
                       begin
                           out1_r <= in3_r;
                           out1_i <= in3_i;
                           out2_r <= in2_r;
                           out2_i <= in2_i;
                           out3_r <= in1_r;
                           out3_i <= in1_i;
                           out4_r <= 0;
                           out4_i <= 0;
                        end
                   3'b011:
                       begin
                           out1_r <= in4_r;
                           out1_i <= in4_i;
                           out2_r <= in3_r;
                           out2_i <= in3_i;
                           out3_r <= in2_r;
                           out3_i <= in2_i;
                           out4_r <= in1_r;
                           out4_i <= in1_i;
                        end
                    3'b100:
                       begin
                           out1_r <= 0;
                           out1_i <= 0;
                           out2_r <= in4_r;
                           out2_i <= in4_i;
                           out3_r <= in3_r;
                           out3_i <= in3_i;
                           out4_r <= in2_r;
                           out4_i <= in2_i;
                        end
                    3'b101:
                       begin
                           out1_r <= 0;
                           out1_i <= 0;
                           out2_r <= 0;
                           out2_i <= 0;
                           out3_r <= in4_r;
                           out3_i <= in4_i;
                           out4_r <= in3_r;
                           out4_i <= in3_i;
                        end
                     3'b110:
                       begin
                           out1_r <= 0;
                           out1_i <= 0;
                           out2_r <= 0;
                           out2_i <= 0;
                           out3_r <= 0;
                           out3_i <= 0;
                           out4_r <= in4_r;
                           out4_i <= in4_i;
                        end
                      3'b111:
                      begin
                            start <=0;
                             output_valid <=0;
                             counter <=4'b1111;
                       end
               endcase
        end
    end
endmodule
```

==> flow_metrics.tcl <==
# flow metrics
set metrics [dict create \
    status "completed" \
    routed_via_density 6.45 \
    fp-utilization_pct 40.9 \
    swShare_pct 36.1 \
    vias 6978 \
    ys_seq_share_pct 54.5 \
    wl_um 25800 \
    post_drt_wl_per_cell_um 23.9 \
    ant_nets 0 \
    clk_pin_slew_worst_paths_ps 60 \
    cts.path.max_buffers 2 \
    cts-htree-levels 4 \
    relSlewSlack_pct 38.2 \
    criticalPathCategory "reg2out" \
    crit_chain "clkdlybuf4s50_1" \
    crit_start "out1_i[13]" \
    core-area_mm2 0.0180 \
    die_area_mm2 0.0190 \
    critPathBufInv 1 \
    clock_latency_ps 420 \
    yosysTopAreaCell "edfxtp_1" \
    io_pins 259 \
    synth.avg_cell_area_um2 11.9 \
    utilization_pct 59.2 \
    seq_power_share_pct 31.9 \
    ys.warnings.count 1 \
    yosysTopAreaCellShare_pct 54.2 \
    portBuffers 258 \
    final_cell_area_mm2 0.0107 \
    fin_cells 1082 \
    cts_made_buffers 17 \
    place_congestion 0.867 \
    fin_worst_skew_ps 9.35 \
    grt_max_degree 70 \
    crit_path_top_delay_cell "clkdlybuf4s50_1" \
    yosysUniqueCellTypes 36 \
    cts_hold_buffers 0 \
    grt_first_pass_wirelength_um 37500 \
    worstPathArrival_ps 1270 \
    firstDrtPassIters 10 \
    r2r-start "counter[0]" \
    place_area_mm2 0.0101 \
    clock_sinks 134 \
    crit_path_end_kind "output port" \
    layout-drive-gt1-share_pct 7.86 \
    max_cap_viol_count 0 \
    dieHeight_um 138 \
    ir_worst_vdd_uv 136 \
    grt_util_all_layers_pct 28.3 \
    tns_ps 0 \
    dp_hpwl_um 16200 \
    finalSetupViolations 0 \
    slew_violations 0 \
    warnings 28 \
    numSynthFlops 134 \
    crit_family "buffers and inverters" \
    rrSetupSlack_ps 9650 \
    p_sw_w 0.000937 \
    hold_path_class "reg2reg" \
    syn_inst 619 \
    top_cells_by_area "edfxtp_1, a222oi_1, a22oi_1" \
    drc 0 \
    fill_cells 1394 \
    postCtsResizedCells 0 \
    ys_cells 619 \
    yosysChipArea_mm2 0.00737 \
    max_freq_ghz 0.257 \
    grt_antenna_before_repair 1 \
    period_minus_slack_ps 3890 \
    leakagePower_nw 3.56 \
    crit_fanout 1 \
    comb_power_share_pct 49.4 \
    intPower_w 0.00166 \
    placedCellCount 1049 \
    clockRootBuffer "clkbuf_16" \
    overflow 0 \
    worstHoldStart "start" \
    clockPowerShare_pct 18.7 \
    tightest_slew_ps 927 \
    async_flop_share_pct 0 \
    flop_cell "edfxtp_1" \
    edf_count 133 \
    core.rowCount 49 \
    grt_setup_unrepaired "false" \
    dr.first_iter.drc_count 1010 \
    startpoint_type "flip-flop" \
    hold_violations 0 \
    grt_pass1_vias 6517 \
    fin_crit_sh_pct 29.7 \
    max_stage_delay_ps 480 \
    fp.dieW_um 138 \
    crit_required_ps 10480 \
    post_cts_buffers 0 \
    syn-cell-area_mm2 0.00737 \
    cts_tree "done" \
    power_density_mw_per_mm2 244 \
    area_growth_pct 44.7 \
]
## flip-flops by register name, summed over array words and instances (netlist names)
signal / cells
out3_i: 16
out2_r: 16
out4_i: 16
out1_i: 16
out3_r: 16
out2_i: 16
start: 1
counter: 4
output_valid: 1
out4_r: 16
out1_r: 16
## final timing paths
kind         cells after the start          to
min                              2       start
max reg2reg                      7   out3_i[1]
max                              1  out1_i[13]
min reg2reg                      2       start
## kinds of logic after synthesis
kind of cell	Yosys count	share of synthesized area, %
AOI/OAI and AO/OA	299	33.2
adders and majority gates	4	0.679
buffers and inverters	82	5.72
DFF	134	54.5
muxes	1	0.136
and+or+nand+nor	99	5.76
## layout by cell type (no fill, tap or decap), types with 2 or more instances in the layout
| master | instances |
|---|---|
| clkdlybuf4s50_1 | 258 |
| edfxtp_1 | 133 |
| a222oi_1 | 64 |
| a22oi_1 | 63 |
| nor2_1 | 49 |
| a221o_1 | 47 |
| nand2_1 | 35 |
| o2bb2ai_1 | 32 |
| o21ai_0 | 31 |
| buf_4 | 21 |
| a21oi_1 | 20 |
| a21o_1 | 18 |
| a211oi_1 | 17 |
| clkbuf_16 | 17 |
| inv_1 | 4 |
| nor3_2 | 4 |
| ha_4 | 3 |
| clkinvlp_4 | 3 |
| inv_6 | 3 |
| bufinv_16 | 3 |
| clkinv_4 | 3 |
| nor2b_1 | 2 |
| clkinv_1 | 2 |
## power by group through the flow
| stage | Sequential (W) | Combinational, W | Clock (W) |
|---|---|---|---|
| CTS | 0.000833 | 0.00128 | 0.000492 |
| finish | 0.000829 | 0.00128 | 0.000486 |
| global route | 0.000846 | 0.00139 | 0.000510 |
## cell usage after synthesis (2+ instances only)
master,count
edfxtp_1,133
a222oi_1,64
a22oi_1,63
nor2_1,49
a221o_1,47
nand2_1,35
clkbuf_1,32
o2bb2ai_1,32
o21ai_0,31
buf_2,28
a21oi_1,20
a21o_1,18
a211oi_1,17
buf_4,7
buf_6,7
nor3_1,5
buf_1,4
ha_1,4
inv_1,4
nand2b_1,2
nor2b_1,2
## routing by layer
layer  up-vias  track usage (%)  wire, µm
met5         -                0         0
met4         0             7.25       686
met3        53             9.61      3050
met2       550             41.3     12100
met1      3274             42.7     10000
li1       3101                -         -
## through the flow
step	hold slack [ps]	total power [W]	setup WS (ps)
after floorplan	502	0.00149	7680
after global placement	600	0.00210	8940
after detailed placement	595	0.00210	8930
after CTS	616	0.00260	9180
after global routing	639	0.00275	9170
final	607	0.00260	9210
## layout make-up
type	instances	area, µm²	share of cell area, %
Sequential cell	134	4010	37.6
Multi-Input combinational cell	403	3000	28.2
Timing Repair Buffer	279	2740	25.7
Clock buffer	17	425	3.99
Tap cell	229	287	2.69
Clock inverter	15	178	1.67
Inverter	4	15.0	0.141
Antenna cell	1	2.50	0.0235
No activity file was given, so power comes from the tool's default toggle rates.
