File: /design/flow/config.mk
export PLATFORM = sky130hd
export DESIGN_NAME = Memory_Twiddle_Factor
export DESIGN_NICKNAME = Memory_Twiddle_Factor
export VERILOG_FILES = /design/flow/design.v
export SDC_FILE = /design/flow/constraint.sdc
export NUM_CORES = 4
export LEC_CHECK = 1
export CORE_AREA = 10 10 70 70
export DIE_AREA = 0 0 80 80
File: /design/flow/constraint.sdc
current_design Memory_Twiddle_Factor

set clk_period 1.0
set clk_io_pct 0.2

create_clock -name clk0 -period $clk_period

set non_clock_inputs [all_inputs -no_clocks]
set_input_delay [expr $clk_period * $clk_io_pct] -clock clk0 $non_clock_inputs
set_output_delay [expr $clk_period * $clk_io_pct] -clock clk0 [all_outputs]
File: /design/flow/design.v
`timescale 1ns / 1ps
module Memory_Twiddle_Factor #(parameter WL=16)(
           input [1:0]index,
           output reg [WL-1:0]out1_r,
           output reg [WL-1:0]out1_i,
           output reg [WL-1:0]out2_r,
           output reg [WL-1:0]out2_i,
           output reg [WL-1:0]out3_r,
           output reg [WL-1:0]out3_i 
    );
    reg [15:0]Twiddle_Factor_01_r=16'h7fff;
    reg [15:0]Twiddle_Factor_01_i=16'h0000;
    reg [15:0]Twiddle_Factor_02_r=16'h7fff;
    reg [15:0]Twiddle_Factor_02_i=16'h0000;
    reg [15:0]Twiddle_Factor_03_r=16'h7fff;
    reg [15:0]Twiddle_Factor_03_i=16'h0000;
    reg [15:0]Twiddle_Factor_11_r = 16'h7641;
    reg [15:0]Twiddle_Factor_11_i = 16'hcf04;
    reg [15:0]Twiddle_Factor_12_r = 16'h5a82;
    reg [15:0]Twiddle_Factor_12_i = 16'ha57d;
    reg [15:0]Twiddle_Factor_13_r = 16'h30fb;
    reg [15:0]Twiddle_Factor_13_i = 16'h89be;
    reg [15:0]Twiddle_Factor_21_r = 16'h5a82;
    reg [15:0]Twiddle_Factor_21_i = 16'ha57d;
    reg [15:0]Twiddle_Factor_22_r = 16'h0000;
    reg [15:0]Twiddle_Factor_22_i = 16'h8000;
    reg [15:0]Twiddle_Factor_23_r = 16'ha57d;
    reg [15:0]Twiddle_Factor_23_i = 16'ha57d;    
    reg [15:0]Twiddle_Factor_31_r = 16'h30fb;
    reg [15:0]Twiddle_Factor_31_i = 16'h89be;
    reg [15:0]Twiddle_Factor_32_r = 16'ha57d;
    reg [15:0]Twiddle_Factor_32_i = 16'ha57d;
    reg [15:0]Twiddle_Factor_33_r = 16'h89be;
    reg [15:0]Twiddle_Factor_33_i = 16'h30fb;
    always @(*)
    begin
        case (index)
            2'b00:
                begin
                    out1_r = Twiddle_Factor_01_r[15:16-WL];
                    out1_i = Twiddle_Factor_01_i[15:16-WL];
                    out2_r = Twiddle_Factor_02_r[15:16-WL];
                    out2_i = Twiddle_Factor_02_i[15:16-WL];
                    out3_r = Twiddle_Factor_03_r[15:16-WL];
                    out3_i = Twiddle_Factor_03_i[15:16-WL];
                end
            2'b01:
                begin
                    out1_r = Twiddle_Factor_11_r[15:16-WL];
                    out1_i = Twiddle_Factor_11_i[15:16-WL];
                    out2_r = Twiddle_Factor_12_r[15:16-WL];
                    out2_i = Twiddle_Factor_12_i[15:16-WL];
                    out3_r = Twiddle_Factor_13_r[15:16-WL];
                    out3_i = Twiddle_Factor_13_i[15:16-WL];
                end        
            2'b10:
                begin
                    out1_r = Twiddle_Factor_21_r[15:16-WL];
                    out1_i = Twiddle_Factor_21_i[15:16-WL];
                    out2_r = Twiddle_Factor_22_r[15:16-WL];
                    out2_i = Twiddle_Factor_22_i[15:16-WL];
                    out3_r = Twiddle_Factor_23_r[15:16-WL];
                    out3_i = Twiddle_Factor_23_i[15:16-WL];
                end         
            2'b11:
                begin
                    out1_r = Twiddle_Factor_31_r[15:16-WL];
                    out1_i = Twiddle_Factor_31_i[15:16-WL];
                    out2_r = Twiddle_Factor_32_r[15:16-WL];
                    out2_i = Twiddle_Factor_32_i[15:16-WL];
                    out3_r = Twiddle_Factor_33_r[15:16-WL];
                    out3_i = Twiddle_Factor_33_i[15:16-WL];
                end                                   
        endcase
    end
endmodule
File: /design/flow/run.sh
#!/bin/bash
# OpenROAD 26Q1-2900-gdf79404cd8, Yosys 0.63+post, stock flow scripts
make -C /OpenROAD-flow-scripts/flow DESIGN_CONFIG=/design/flow/config.mk WORK_HOME=/design/flow/orfs finish
==> GITHUB_STEP_SUMMARY <==
## PnR job results

| Metric | Value |
|---|---|
| Synth cell types | `7` |
| Max Freq | `776 MHz` |
| Final setup fails | `81` |
| Largest net degree at the start of global routing | `8` |
| Area of the core | `0.00342 sq mm` |
| Max-area cell share | `76.9%` |
| Setup TNS | `-15270 ps` |
| Final hold viol count | `0` |
| Max stage delay on crit path | `240 ps` |
| Hold Crit Class | `in -> out` |
| Worst path cell trace | `buf_8, buf_6, ha_4, or2_4, buf_6, buf_2` |
| Row count | `21` |
| Cell area after synthesis | `781 sq um` |
| Routed wire per std cell | `15.0 um` |
| Post-layout minimum cycle time | `1290 ps` |
| Post-synthesis cell count from yosys | `103` |
| Via/cell ratio | `3.43` |
| Worst EP arrival | `1090 ps` |
| Starting density of the core | `22.9%` |
| Cycle use final | `129%` |
| Max-slew violations | `0` |
| WL final | `3160 um` |
| Worst path required time | `800 ps` |
| RSZ-0062 raised after global routing | `yes` |
| Fill cell count | `280` |
| CP Capture Type | `output port` |
| Top cells by area | `buf_4, ha_1, inv_1` |
| Die X | `80 um` |
| CP dominant cell by count | `buf_6` |
| Hold_sp | `index[0]` |
| Area growth syn-to-layout | `125%` |
| Share of layout cells above drive strength 1 | `89.1%` |
| Buffers on Ports | `84` |
| CP max stage cell | `or2_4` |
| Vias in the first global route | `790` |
| Antenna Cells | `0` |
| Logic area | `335 sq um` |
| Grt total ovfl | `0` |
| Flip-flops | `0` |
| Max_cap viols | `0` |
| First-pass detailed-route iteration total | `2` |
| Leak Pwr | `0.000902 uW` |
| YS chip area | `781 sq um` |
| Die H | `80 um` |
| Dominant cell type by area after synthesis | `buf_4` |
| Layout Utilization | `51.4%` |
| DRC errors left | `0` |
| Violated checks | `setup timing` |
| Crit start category | `primary input` |
| I/O pins | `98` |
| Maximum fanout along the worst path | `7` |
| Die ar. | `0.00640 sq mm` |
| Initial antenna violation count | `0` |
| Vias | `724` |
| VDD IR max | `0.233 mV` |
| Total track usage | `8.08%` |
| Kind of critical path | `in -> out` |
| Syn. warnings | `1` |
| Seq share, synth | `0%` |
| Gate Count Post-Synth | `103` |
| Worst Hold Path Cells | `5` |
| Iteration-0 DRC Markers | `16` |
| Post-Syn Area per Cell | `7.58 sq um` |
| Outcome | `complete, but fails checks` |
| Routed Antenna Nets | `0` |
| Register Area | `0 sq um` |
| Detailed Place HPWL | `2040 um` |
| WHS Endpoint | `out2_i[15]` |
| Clock buffer count | `0` |
| Power density cells | `507 mW/mm^2` |
| Setup Slack @ Placement | `-1060 ps` |
| First-pass GRT wire length | `4300 um` |
| Most common cell in the synthesized netlist | `buf_4` |
| Synth cell count leaders | `buf_4, ha_1, inv_1` |
| Tool warnings | `42` |
| Placer Congestion | `0.694` |
| Setup ws final | `-289 ps` |
[metrics by stage]
step | total power, uW | hold slack [ps] | cells | area [sq um]
after floorplan | 340 | 565 | 115 | 842
after global routing | 963 | 863 | 211 | 1760
after CTS | 812 | 829 | 207 | 1610
final | 890 | 822 | 211 | 1760
after global placement | 582 | 1610 | 173 | 1200
after detailed placement | 580 | 1620 | 173 | 1200
[worst max-delay path by stage]
stage         startpoint         end  slack (ps)  depth (start not counted)
CTS             index[0]  out1_r[10]        -310                          6
finish          index[0]  out3_r[12]        -290                          6
global route    index[0]   out2_r[1]        -310                          6
[area by class of cell]
| cell class | instances | share of cell area, % |
|---|---|---|
| Multi-Input combinational cell | 28 | 19.1 |
| Inverter | 8 | 3.56 |
| Timing Repair Buffer | 128 | 73.6 |
| Timing Repair inverter | 1 | 0.499 |
| Tap cell | 46 | 3.28 |
[where the power goes]
| part | internal (uW) | switching (uW) |
|---|---|---|
| registers | 0 | 0 |
| logic | 628 | 262 |
| clock network | 0 | 0 |
| total | 628 | 262 |
[what timing repair did]
| item | in CTS | in global routing |
|---|---|---|
| gates resized | 364 | 24 |
| pin swaps | 13 | 9 |
| endpoints found under the setup margin | 82 | 79 |
| gates cloned | 2 | 0 |
| hold endpoints to repair | 0 | 0 |
| hold buffers | 0 | 0 |
| buffers inserted | 32 | 7 |
[critical path: cells and delay by family]
kind	cells	cell delay, ps
buf+inv	4	480
simple gates	1	240
fa+ha+maj	1	180
[cell usage in the layout (no fill, tap or decap)]
master,synthesis,layout
buf_12,0,2
dlygate4sd2_1,0,1
clkdlybuf4s15_1,0,2
inv_1,8,1
inv_2,0,2
conb_1,2,14
buf_2,0,22
inv_8,0,3
inv_6,0,3
ha_4,0,8
o21ba_4,0,4
or2_4,0,2
buf_4,80,7
buf_6,0,91
buf_8,0,2
clkbuf_2,0,1
[layer usage]
layer  wire length, um  track usage (%)  up-vias  part of all wire [%]
met5                 0                0        -                     0
met4                 0                0        0                     0
met3               448             4.55        0                    14
met2              1510             13.7       61                    48
met1              1200             9.16      324                    38
li1                  -                -      339                     -
[kinds of logic (layout without fill, tap and decap cells)]
kind of cell,Yosys count,count (layout),share of synthesized area [%]
simple gates,2,2,1.60
compound gates,3,4,3.85
other cells,2,14,0.962
fa+ha+maj,8,8,12.8
buf+inv,88,137,80.8
Power figures rest on the tool's default switching activity, not on a simulated workload.
