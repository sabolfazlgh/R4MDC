### flow/run.sh
#!/bin/bash
# OpenROAD 26Q1-2900-gdf79404cd8, Yosys 0.63+post, stock flow scripts
make -C /OpenROAD-flow-scripts/flow DESIGN_CONFIG=/design/flow/config.mk WORK_HOME=/design/flow/orfs finish
### flow/config.mk
export PLATFORM = sky130hd
export DESIGN_NAME = Commutator_In
export DESIGN_NICKNAME = Commutator_In
export VERILOG_FILES = /design/flow/design.v
export SDC_FILE = /design/flow/constraint.sdc
export NUM_CORES = 4
export LEC_CHECK = 1
export CORE_UTILIZATION = 30
### flow/design.v
`timescale 1ns / 1ps
module Commutator_In #(parameter WL=16)(
    input [WL-1:0] in_r,
    input [WL-1:0] in_i,
    input Enable,
    input clk,
    output reg [WL-1:0] out1_r,
    output reg [WL-1:0] out1_i,
    output reg [WL-1:0] out2_r,
    output reg [WL-1:0] out2_i,
    output reg [WL-1:0] out3_r,
    output reg [WL-1:0] out3_i,
    output reg [WL-1:0] out4_r,
    output reg [WL-1:0] out4_i,
    output reg output_valid=0
    );
    reg clk_count = 1;
    reg clk_q = 1;
    reg [1:0]counter = 0;    
    reg [WL-1:0]REG1_r[0:3];
    reg [WL-1:0]REG1_i[0:3];
    reg [WL-1:0]REG2_r[0:3];
    reg [WL-1:0]REG2_i[0:3];
    reg [WL-1:0]REG3_r[0:3];
    reg [WL-1:0]REG3_i[0:3];
    reg EN_REG1=0;
    reg EN_REG2=0;
    reg EN_REG3=0;
    reg [WL-1:0]in_reg1_r;
    reg [WL-1:0]in_reg1_i;
    reg output_valid_next_clk=0;
    always @(posedge clk) 
    begin
        if(Enable)
        begin
            clk_count = clk_count + 1;
            if(clk_count == 1'b1)
                clk_q = ~clk_q;
        end        
    end
    always @(posedge clk) 
    begin
        output_valid<=output_valid_next_clk;
        if(Enable)
        begin
        if(output_valid_next_clk)
        begin
            out4_r <= in_reg1_r;
            out4_i <= in_reg1_i;
        end
         end
    end
    always @(posedge clk)
    begin
         if(EN_REG1) 
           begin
               out1_r <= REG1_r[0];
               REG1_r[0] <= REG1_r[1];
               REG1_r[1] <= REG1_r[2];
               REG1_r[2] <= REG1_r[3];
               REG1_r[3] <= in_reg1_r;
               out1_i <= REG1_i[0];
               REG1_i[0] <= REG1_i[1];
               REG1_i[1] <= REG1_i[2];
               REG1_i[2] <= REG1_i[3];
               REG1_i[3] <= in_reg1_i;
           end
           if(EN_REG2) 
           begin
               out2_r <= REG2_r[0];
               REG2_r[0] <= REG2_r[1];
               REG2_r[1] <= REG2_r[2];
               REG2_r[2] <= REG2_r[3];
               REG2_r[3] <= in_reg1_r;
               out2_i <= REG2_i[0];
               REG2_i[0] <= REG2_i[1];
               REG2_i[1] <= REG2_i[2];
               REG2_i[2] <= REG2_i[3];
               REG2_i[3] <= in_reg1_i;
           end
           if(EN_REG3) 
           begin
               out3_r <= REG3_r[0];
               REG3_r[0] <= REG3_r[1];
               REG3_r[1] <= REG3_r[2];
               REG3_r[2] <= REG3_r[3];
               REG3_r[3] <= in_reg1_r;
               out3_i <= REG3_i[0];
               REG3_i[0] <= REG3_i[1];
               REG3_i[1] <= REG3_i[2];
               REG3_i[2] <= REG3_i[3];
               REG3_i[3] <= in_reg1_i;
           end
    end
    always @(posedge clk)
    begin
            in_reg1_r <= in_r;
            in_reg1_i <= in_i;
    end
    always @(*)
    begin
        if(Enable)
        begin
            case (counter)
                2'b00: 
                    begin
                        EN_REG1 = 1;
                        EN_REG2 = 0;
                        EN_REG3 = 0;
                        output_valid_next_clk = 0;
                    end
                2'b01:
                    begin
                        EN_REG1 = 0;
                        EN_REG2 = 1;
                        EN_REG3 = 0;
                    end            
                2'b10:
                    begin
                        EN_REG1 = 0;
                        EN_REG2 = 0;
                        EN_REG3 = 1;
                    end  
                2'b11:
                    begin
                        EN_REG1 = 1;
                        EN_REG2 = 1;
                        EN_REG3 = 1;
                        output_valid_next_clk = 1;
                    end  
                default:
                    begin
                        EN_REG1 = 0;
                        EN_REG2 = 0;
                        EN_REG3 = 0;
                    end  
             endcase
         end
    end
    always @(posedge clk_q) 
    begin
        if(Enable)
            counter = counter + 1;
    end
endmodule
### flow/constraint.sdc
current_design Commutator_In

set clk_period 3.8
set clk_io_pct 0.2

create_clock -name clk0 -period $clk_period [get_ports {clk}]

set non_clock_inputs [all_inputs -no_clocks]
set_input_delay [expr $clk_period * $clk_io_pct] -clock clk0 $non_clock_inputs
set_output_delay [expr $clk_period * $clk_io_pct] -clock clk0 [all_outputs]
==> results_slide.txt <==
Physical Implementation Snapshot

Layout
  • Layout cells sized above 1: 11.3%
  • Fillers: 4668
  • P&R area growth vs syn: 26.8%
  • Most common logic cells in the final layout: 516 x edfxtp_1, 162 x clkdlybuf4s50_1, 55 x clkbuf_16, 33 x dfxtp_1, 14 x clkbuf_1
  • Final instance area: 0.0207 mm²
  • Dominant logic cell type in the layout: edfxtp_1

Drt
  • Via count: 5836
  • Drt first pass iters: 4
  • Antenna Violating Nets Remaining: 0
  • Total wire length: 22200 µm
  • Routed length per instance: 14.4 µm
  • Initial DRC count: 269
  • DR DRC count: 0
  • Vias per cell: 3.79

Min path
  • Hold path endpoint: REG1_r[0][6]$_DFFE_PP_
  • Hold crit path type: flop to flop
  • Hold path cells: 0
  • Hold path startpoint: REG1_r[1][6]$_DFFE_PP_

Logic synthesis
  • Yosys chip area: 0.0163 mm²
  • Synth area leader: edfxtp_1
  • Adder-cell share of the synthesized area: 0.230%
  • Yosys xor share: 0%
  • Mapped Area: 0.0163 mm²
  • YS warnings: 7
  • Aoi share: 0%
  • Mean post-synth cell area: 28.8 µm²
  • Top cells by area: edfxtp_1 95%, dfxtp_1 4.1%, dlxtp_1 0.28%, ha_1 0.23%, inv_1 0.12%
  • Max-area cell share: 95.1%
  • Basic Gates by Area: 0.177%
  • Dominant combinational family: adder cells
  • Netlist cell types: 10
  • Number of cells in Yosys stat: 566
  • Registers, synthesis: 553
  • Mux area share: 0%
  • Cell count after synthesis: 566

Placement
  • PortBufs: 162
  • Dpl ws: 1.09 ns
  • Hpwl dp: 11400 µm
  • Placer Congestion: 0.728
  • Area after DPL: 0.0189 mm²

Die
  • Chip footprint: 0.0553 mm²
  • Die Span X: 235 µm
  • Fp_density: 30.4%
  • Die Y-Extent: 235 µm
  • Rows: 85
  • # IOs: 163
  • Core area: 0.0537 mm²

STA
  • Worst Clk Skew: 0.0136 ns
  • Fmax: 451 MHz
  • Final worst slack: 1.58 ns
  • Slew at the pin closest to its max-slew limit: 0.749 ns
  • RSZ-0062 raised after global routing: no
  • Hold Vio Cnt, Final: 0
  • Final Setup Violations: 0
  • Worst hold slack: 0.406 ns
  • Endpoints left unconstrained: 489
  • Final Cycle Share: 58.3%
  • Register pins left without a clock: 6
  • Max_slew headroom: 50.0%
  • Max Slew Vio Count: 0
  • Minimum clock period: 2.22 ns
  • Setup_tns: 0 ns

Clock network
  • Clock-pin slew on the worst setup and hold paths: 0.06 ns
  • # H-tree levels: 2
  • CTS tree: built
  • Buffer depth of the longest clock path: 3
  • Cts bufs inserted: 54
  • Post-CTS Setup Bufs: 0
  • Clk latency of the worst-skew pair: 0.59 ns
  • Hold-fix buffers, CTS: 0
  • Post-CTS resize count: 0
  • Root buf cell: clkbuf_16

Global routing
  • Initial antenna violation count: 1
  • Grt total ovfl: 0
  • Largest net degree at the start of global routing: 113
  • Vias in the first global route: 5880
  • Global-route wire length before repair: 33800 µm
  • Tot GR Track Use: 8.64%

Setup path
  • WP buf/inv: 1
  • Critical setup path kind: flop to output port
  • Worst EP required: 3.04 ns
  • Critical path, cell by cell: clkdlybuf4s50_1
  • Flop-to-flop setup slack: 2.99 ns
  • Logic depth of the worst path, buffers included: 1
  • Top delay family on crit path: buffers and inverters
  • Slowest CP cell: clkdlybuf4s50_1
  • Crit-path max cell delay: 0.48 ns
  • Worst R2R Path Depth: 1
  • Worst Setup Start Kind: flop
  • FF-to-FF Start: clk_count$_DFFE_PP_
  • Worst reg2reg path endpoint: clk_q$_DFFE_PP_
  • Crit-path max FO: 1
  • CP arrival: 1.46 ns
  • Worst Setup End Kind: output port

Pwr
  • Total power: 12.1 mW
  • Max IR drop VDD: 0.386 mV
  • Power density over cell area: 583 mW/mm²
  • Leakage: 6.95 nW

Run
  • Total of max-cap violations: 0
  • OpenROAD warnings: 30

Outcome
  • Status: complete, no violations
==> per-layer routing <==
layer / part of all wire [%] / track usage, % / wire, µm / vias up
li1: - / - / - / 2745
met1: 42 / 12.3 / 9310 / 2802
met2: 41 / 11.3 / 9140 / 233
met3: 14 / 5.62 / 3000 / 56
met4: 3.5 / 2.95 / 776 / 0
met5: 0 / 0 / 0 / -
==> registers in the layout (all words and copies together) (netlist names), 64 cells and up <==
name and cells:
REG1_i 64, REG1_r 64, REG2_i 64, REG2_r 64, REG3_i 64, REG3_r 64
==> logic make-up (layout without fill, tap and decap cells) <==
kind of cell,after synthesis,in the layout
DFF,549,549
and+or+nand+nor,5,5
buffers and inverters,5,280
latches,4,4
adders and majority gates,3,3
other,0,1
==> area by class of cell <==
class	instances	area, µm²	area share [%]
inverters	5	18.8	0.0908
clock inverters	28	275	1.33
multi-input cells	8	67.6	0.327
well taps	696	871	4.21
diodes	1	2.50	0.0121
repair buffers	173	1730	8.36
clock buffers	74	1500	7.24
flip-flops and latches	553	16200	78.4
==> worst max-delay path by stage <==
stage,start,end,slack (ns)
after CTS,out2_r[11]$_DFFE_PP_,out2_r[11],1.52
after global routing,out2_r[11]$_DFFE_PP_,out2_r[11],1.47
final,out2_r[11]$_DFFE_PP_,out2_r[11],1.58
==> Yosys cell counts <==
| cell type | number |
|---|---|
| dfxtp_1 | 33 |
| or2_1 | 2 |
| inv_1 | 5 |
| nand2_1 | 1 |
| and2_1 | 1 |
| nor2b_1 | 1 |
| dlxtn_1 | 1 |
| dlxtp_1 | 3 |
| ha_1 | 3 |
| edfxtp_1 | 516 |
==> power breakdown <==
part	total [mW]	leakage, nW	switching [mW]	internal [mW]
registers	6.74	5.31	0.0470	6.69
clock network	5.20	0.878	2.15	3.05
logic	0.111	0.759	0.0448	0.0659
total	12.1	6.95	2.24	9.81
==> stage by stage <==
stage          utilization [%]  std cells
2_1_floorplan                -        566
3_3_place_gp              35.2       1435
3_5_place_dp              35.2       1435
4_1_cts                   38.5       1537
5_1_grt                   38.5       1537
6_report                  38.5       1538
Power and IR drop assume default switching activity.
